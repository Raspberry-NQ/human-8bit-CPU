==> flow/design.v <==
`timescale 1ns/1ps
`timescale 1ns/1ps
module ALU(input op, input [7:0] A, input [7:0] B,input FLAGENABLE ,output [8:0] res); 
wire flag;
wire [8:0] outdata;
assign outdata[8:0] = op ? (A[7:0] - B[7:0]) : (A[7:0] + B[7:0]);
assign res[7:0]=outdata[7:0];
assign res[8]=FLAGENABLE? outdata[8]: 1'b0;
endmodule
`timescale 1ns/1ps
module PC(input clk, input rst, input enable, input [3:0] jmploc, input jmp, output reg [3:0] count);
wire CLK;
assign CLK = (clk & enable);
initial begin
    count <= 4'b0000;
end
always @(posedge CLK)
begin
    if(rst)
    begin
        count <= 4'b0000;
    end
    else
    begin
        count <= count + 1;
    end
end
endmodule
`timescale 1ms/1ns
module control(	input [3:0] command,
				input CLK,
				output reg [15:0] ctrl_wrd
				);
	reg [2:0] count ;
	reg reset_in;
	parameter HLT=	16'b1000000000000000;
	parameter AI=	16'b0100000000000000;
	parameter AO=	16'b0010000000000000;
	parameter BI=	16'b0001000000000000;
	parameter MI= 	16'b0000100000000000;
	parameter RR=	16'b0000010000000000;
	parameter RW=	16'b0000001000000000;
	parameter II=	16'b0000000100000000;
	parameter IO=   16'b0000000010000000;
	parameter CI=   16'b0000000001000000;
	parameter CO=   16'b0000000000100000;
	parameter CE=   16'b0000000000010000;
	parameter ALUOPTION=	16'b0000000000001000; 
	parameter ALUO=	16'b0000000000000100;
	parameter DI=	16'b0000000000000010;
	parameter FL=	16'b0000000000000001;
initial begin
    count <= 3'b111;
    reset_in <= 1'b0;
end
always @ (posedge CLK)
    begin
        count = reset_in ? 3'b000 : count+1;
        reset_in = 1'b0;
        case(count)
            3'b000: ctrl_wrd = CO|MI;
            3'b001: ctrl_wrd = RR|II|CE;
            3'b010: begin
                    case(command)
                    4'b0001: ctrl_wrd = IO|MI;  
                    4'b0010: ctrl_wrd = IO|MI;  
                    4'b0011: ctrl_wrd = ALUO|AI;   
                    4'b0100: ctrl_wrd = ALUO|BI;  
                    4'b0101: ctrl_wrd = ALUOPTION|ALUO|AI;  
                    4'b0110: ctrl_wrd = ALUOPTION|ALUO|BI;  
                    4'b0111: ctrl_wrd = IO|MI; 
                    4'b1000: ctrl_wrd = IO|CI; 
                    4'b1001: ctrl_wrd = AO|DI; 
                    4'b1010: ctrl_wrd = HLT; 
                    default: ctrl_wrd = 16'b0000000000000000;
                    endcase 
                    end      
            3'b011: begin
                    case(command)
                    4'b0001: ctrl_wrd = RR|AI;  
                    4'b0010: ctrl_wrd = RR|BI;  
                    4'b0011: ctrl_wrd = 16'b0000000000000000;   
                    4'b0100: ctrl_wrd = 16'b0000000000000000;  
                    4'b0101: ctrl_wrd = 16'b0000000000000000;  
                    4'b0110: ctrl_wrd = 16'b0000000000000000;  
                    4'b0111: ctrl_wrd = AO|RW; 
                    4'b1000: ctrl_wrd = 16'b0000000000000000; 
                    4'b1001: ctrl_wrd = 16'b0000000000000000; 
                    4'b1010: ctrl_wrd = 16'b0000000000000000; 
                    default: ctrl_wrd = 16'b0000000000000000;
                    endcase
                    reset_in = 1'b1;  
                    end
            default: ctrl_wrd = 16'b0000000000000000;
        endcase                          
    end
endmodule
`timescale 1ms/1ps
module register8(   input clk,
                    input [7:0] data_in,
                    input EI, 
                    output reg [7:0] data_out);
wire CLK;
assign CLK=(clk & EI);
always @(posedge CLK)
begin
    data_out <= data_in;
end
endmodule
`timescale 1ns/1ps
module register4(input clk, input [3:0] data_in, input EI, output reg [3:0] data_out);
wire CLK;
assign CLK=(clk & EI);
always @(posedge CLK)
begin
    data_out <= data_in;
end
endmodule
`timescale 1ms/1ns
module block8(input [7:0] data, input enable, output [7:0] dataOut);
    assign dataOut = enable ? data : 8'bzzzzzzzz;
endmodule
`timescale 1ms/1ns
module block4(input [3:0] data, input enable, output [3:0] dataOut);
    assign dataOut = enable ? data : 4'bzzzz;
endmodule
`timescale 1ms/1ns
module RAM(input clk, input [3:0] address, input write_enable, input read_enable, inout [7:0] data);
reg [7:0] Memory[15:0];
reg [7:0] buffer;
initial begin
    Memory[0] <= 8'b0001_1110;
    Memory[1] <= 8'b0010_1111;
    Memory[2] <= 8'b0100_0000;
    Memory[3] <= 8'b0001_1111;
    Memory[4] <= 8'b0011_0000;
    Memory[5] <= 8'b0111_1101;
    Memory[6] <= 8'b0001_1101;
    Memory[7] <= 8'b0010_1110;
    Memory[8] <= 8'b0011_0000;
    Memory[9] <= 8'b1001_0000;
    Memory[10] <= 8'b1010_0000;
    Memory[11] <= 8'b0000_0010;
    Memory[12] <= 8'b0000_0001;
    Memory[13] <= 8'b0000_0101;
    Memory[14] <= 8'b10101010;
    Memory[15] <= 8'b01010101;
end
always @(posedge clk)
begin
    if(write_enable & ~read_enable)
    begin
        Memory[address] <= data;
    end
    else
    begin
        buffer <= Memory[address];
    end
end
assign data = (read_enable & ~write_enable) ? buffer : 8'bzzzzzzzz;
endmodule
`timescale 1ns / 1ps
module bcd2sevenseg(
    input [3:0] bcd,
    output reg [6:0] seg
    );
always @(bcd)
begin
    case (bcd)
        0 : seg = 7'b1111110;
        1 : seg = 7'b0110000;
        2 : seg = 7'b1101101;
        3 : seg = 7'b1111001;
        4 : seg = 7'b0110011;
        5 : seg = 7'b1011011;
        6 : seg = 7'b1011111;
        7 : seg = 7'b1110000;
        8 : seg = 7'b1111111;
        9 : seg = 7'b1111011;
        10 : seg = 7'b1110111;
        11 : seg = 7'b0011111;
        12 : seg = 7'b1001110;
        13 : seg = 7'b0111101;
        14 : seg = 7'b1001111;
        15 : seg = 7'b1000111;
        default : seg = 7'b0000000; 
    endcase
end  
endmodule
module CPU(input clkin,  output [7:0] LED,output HLT);
wire [7:0] bus;
wire [3:0] MemAddr;
wire [7:0] Aout;
wire [7:0] Bout;
wire [7:0] Instout;
wire [3:0] Pcount;
wire [3:0] Addr_in;
wire [7:0] Dispout;
wire [7:0] aluOut;
wire AI,AO,BI,MI,RR,RW,II,IO,CI,CO,CE,ALUOPTION,ALUO,DI,FL;
wire PCrst, flag;
wire clk;
wire [7:0] OutPut;
assign clk = (clkin & ~HLT);
    register8 A(.clk(clk), .data_in(bus),  .EI(AI),.data_out(Aout));
    block8 triA(.data(Aout), .dataOut(bus), .enable(AO));
    register8 B(.clk(clk), .data_in(bus),.EI(BI), .data_out(Bout) );
    register8 InstReg(.clk(clk), .data_in(bus),  .EI(II),.data_out(Instout));
    block4 triInstReg(.data(Instout[3:0]), .dataOut(bus[3:0]), .enable(IO));
    ALU alu(.A(Aout), .B(Bout), .op(ALUOPTION),.FLAGENABLE(FL), .res({flag,aluOut}));
    block8 tri_alu(.data(aluOut), .enable(ALUO), .dataOut(bus));
    PC pc(.clk(clk), .rst(1'b0), .enable(CE), .jmp(CI), .jmploc(bus[3:0]), .count(Pcount));
    block4 tripc(.data(Pcount), .dataOut(bus[3:0]), .enable(CO));
    register4 MemAdd(.clk(clk), .data_in(bus[3:0]),  .EI(MI),.data_out(Addr_in));
    RAM ram(.clk(~clk), .address(Addr_in), .write_enable(RW), .read_enable(RR), .data(bus));
    control ic(.CLK(clk),.command(Instout[7:4]), .ctrl_wrd({HLT,AI,AO,BI,MI,RR,RW,II,IO,CI,CO,CE,ALUOPTION,ALUO,DI,FL}));
    register8 O(.clk(clk), .data_in(bus), .EI(DI), .data_out(LED));
endmodule
==> flow/run.sh <==
#!/bin/bash
# OpenROAD 26Q1-2900-gdf79404cd8, Yosys 0.63+post, stock flow scripts
make -C /OpenROAD-flow-scripts/flow DESIGN_CONFIG=/design/flow/config.mk WORK_HOME=/design/flow/orfs finish
==> flow/config.mk <==
export PLATFORM = sky130hd
export DESIGN_NAME = bcd2sevenseg
export DESIGN_NICKNAME = bcd2sevenseg
export VERILOG_FILES = /design/flow/design.v
export SDC_FILE = /design/flow/constraint.sdc
export NUM_CORES = 4
export LEC_CHECK = 1
export CORE_AREA = 10 10 70 70
export DIE_AREA = 0 0 80 80
==> flow/constraint.sdc <==
current_design bcd2sevenseg

set clk_period 2.0
set clk_io_pct 0.2

create_clock -name clk0 -period $clk_period

set non_clock_inputs [all_inputs -no_clocks]
set_input_delay [expr $clk_period * $clk_io_pct] -clock clk0 $non_clock_inputs
set_output_delay [expr $clk_period * $clk_io_pct] -clock clk0 [all_outputs]
==> CHANGELOG.md <==
## Implementation

- End point of the critical path: seg[4]
- Biggest area contributors in the synthesized netlist: sky130_fd_sc_hd__ha_1, sky130_fd_sc_hd__mux2_2, sky130_fd_sc_hd__mux4_1
- Worst EP arrival: 1480 ps
- Number of iterations in the first detailed-routing pass: 2
- Share of Yosys cell area claimed by the top area cell type: 30.4%
- Critical path data required time: 1600 ps
- Chip area in the Yosys report: 288 sq um
- Number of antenna violations at the first check in global routing: 0
- Ports: 11
- Yosys Instances: 33
- Worst hold margin: 1370 ps
- First-pass GRT wire length: 1350 um
- Sequential cell area fraction in the yosys report: 0%
- Count of vias placed by the detailed router: 301
- Final max-slew violation count: 0
- Total global routing overflow: 0
- Syn Inst Count: 33
- Number of remaining DRC errors: 0
- Post-synth design cell area: 288 sq um
- Layout cells sized above 1: 53.6%
- Share of the core filled by cells before placement: 8.42%
- Vias in the first global route: 272
- Max-Cap Viols: 0
- Most frequent cells after synthesis: sky130_fd_sc_hd__ha_1, sky130_fd_sc_hd__inv_1, sky130_fd_sc_hd__a21oi_1, sky130_fd_sc_hd__mux2_2
- Average cell area after synthesis: 8.72 sq um
- Warnings, synthesis: 4
- Clock buffer count in the final layout: 0
- CP Max Fanout: 4
- Wire length after detailed routing: 817 um
- Peak ir drop on the vdd network: 0.0000219 V
- Tool warning count: 38
- Number of distinct library cell variants in the gate-level netlist after synthesis: 17
- Status: finished, final reports clean
- Final critical-path share of the clock period: 94.0%
- Largest net degree at the start of global routing: 7
- Violation count after the first detailed-routing iteration: 25
- RSZ-0062 raised after global routing: no
- Global placer's final weighted congestion: 0.735
- Maximum clock frequency: 532 MHz
- Cell leakage power: 0.249 nW
- Worst Min Path Start: bcd[2]
- Routed WL per cell: 8.01 um
- Total power divided by cell area: 165 mW/mm^2
- Number of placement rows: 21
- Setup TNS Final: 0 ps
- Tally of buffers added on design ports: 11
- Final hold viol count: 0
- Synthesis-to-layout area growth: 103%
- Registers: 0
- Register cell area after layout: 0 sq um
- Chip width: 80 um
- Vias per std cell: 2.95
- Core region area: 0.00342 sq mm
- Synth area leader: sky130_fd_sc_hd__ha_1
- Startpoint of the most critical setup path: bcd[0]
- GRT Util Overall: 2.47%
- Die Height: 80 um
- Antenna cell count: 0
- Setup crit end kind: output port
- Slew @ Worst Pin: 124 ps
- Number of fill cells: 380
- Chip footprint: 0.00640 sq mm
- Worst relative slew slack: 91.5%
- Kind of start point of the critical path: primary input
- Class of the most critical setup path: primary input to output port
- Worst Hold Class: primary input to output port
- Yosys top cell by instances: sky130_fd_sc_hd__ha_1
- Detailed-placement wirelength estimate: 687 um
- Final setup violation count: 0
- Final critical delay including setup and external delays: 1880 ps
- Antenna violation net count after detailed routing: 0
==> area by class of cell <==
| cell class | instances | area, sq um | share of cell area (%) |
|---|---|---|---|
| well taps | 46 | 57.6 | 9.87 |
| multi-input cells | 26 | 293 | 50.2 |
| repair buffers | 25 | 214 | 36.7 |
| inverters | 5 | 18.8 | 3.22 |
==> kinds of logic after synthesis <==
kind of cell | count (synthesis) | synth area share [%]
compound gates | 6 | 15.2
fa+ha+maj | 7 | 30.4
buf+inv | 7 | 12.2
mux | 6 | 27.8
simple gates | 7 | 14.4
==> report_power, final <==
group	switching (mW)	internal (mW)
combinational	0.0354	0.0609
sequential	0	0
clock	0	0
total	0.0354	0.0609
==> worst min-delay path by stage <==
stage,to,cells past startpoint
4_1_cts,seg[0],6
5_1_grt,seg[3],4
6_report,seg[3],4
==> metal layers <==
metal | track usage [%] | vias up | part of all wire, %
met2 | 4.33 | 4 | 51
met4 | 0 | 0 | 0
met3 | 0.227 | 0 | 3.4
met5 | 0 | - | 0
li1 | - | 163 | -
met1 | 3.38 | 134 | 45
==> cell usage in the layout (no fill, tap or decap), types with 2 or more instances in the layout <==
cell type	n
sky130_fd_sc_hd__a21oi_1	2
sky130_fd_sc_hd__buf_4	10
sky130_fd_sc_hd__buf_6	5
sky130_fd_sc_hd__dlygate4sd2_1	7
sky130_fd_sc_hd__ha_1	2
sky130_fd_sc_hd__ha_2	3
sky130_fd_sc_hd__ha_4	2
sky130_fd_sc_hd__inv_1	3
sky130_fd_sc_hd__inv_2	2
sky130_fd_sc_hd__mux2_2	2
sky130_fd_sc_hd__mux2i_1	2
sky130_fd_sc_hd__nor3_1	2
==> metrics by stage <==
stage / cell area [sq um] / utilization, % / total power, mW / instances / worst slack, ps
after floorplan: 288 / - / 0.0373 / 33 / 411
after global placement: 537 / 15.7 / 0.0962 / 101 / -615
after detailed placement: 537 / 15.7 / 0.0972 / 101 / -626
after CTS: 593 / 17.4 / 0.101 / 103 / 24.1
after global routing: 583 / 17.1 / 0.108 / 102 / 52.8
final: 583 / 17.1 / 0.0963 / 102 / 120
==> critical path, stage by stage <==
cell and delay [ps]:
sky130_fd_sc_hd__buf_2 120, sky130_fd_sc_hd__inv_2 80, sky130_fd_sc_hd__ha_2 170, sky130_fd_sc_hd__inv_1 40, sky130_fd_sc_hd__buf_4 120, sky130_fd_sc_hd__o31a_2 310
sky130_fd_sc_hd__dlygate4sd2_1 240
==> what timing repair did <==
item,in CTS,in global routing
hold buffers,0,0
gates resized,35,2
buffers inserted,2,0
pin swaps,2,0
endpoints found under the setup margin,7,2
Power figures rest on the tool's default switching activity, not on a simulated workload.
